==> design.v <==
module CWBP_Decoder #(
    parameter integer C_DATA_WIDTH	= 32
    ) 
    (
    input [C_DATA_WIDTH -1:0] mapping_pointer,
    output wire [3:0]  Way,
    output wire [11:0] Block,
    output wire [15:0] Page,
    output wire [C_DATA_WIDTH -1:0] Row_address
    );
    assign Way      = mapping_pointer[0];
    assign Block    = mapping_pointer[15:4];
    assign Page     = mapping_pointer[31:16];
    assign Row_address = (Block << 8) + Page;
endmodule
==> run.sh <==
#!/bin/bash
# OpenROAD 26Q1-2900-gdf79404cd8, Yosys 0.63+post, stock flow scripts
make -C /OpenROAD-flow-scripts/flow DESIGN_CONFIG=/design/flow/config.mk WORK_HOME=/design/flow/orfs finish
==> config.mk <==
export PLATFORM = sky130hd
export DESIGN_NAME = CWBP_Decoder
export DESIGN_NICKNAME = CWBP_Decoder
export VERILOG_FILES = /design/flow/design.v
export SDC_FILE = /design/flow/constraint.sdc
export NUM_CORES = 4
export LEC_CHECK = 1
export CORE_AREA = 10 10 70 70
export DIE_AREA = 0 0 80 80
==> constraint.sdc <==
current_design CWBP_Decoder

set clk_period 5.7
set clk_io_pct 0.2

create_clock -name clk0 -period $clk_period

set non_clock_inputs [all_inputs -no_clocks]
set_input_delay [expr $clk_period * $clk_io_pct] -clock clk0 $non_clock_inputs
set_output_delay [expr $clk_period * $clk_io_pct] -clock clk0 [all_outputs]
==> results.cfg <==
; synthesis and place-and-route metrics
[global_routing]
grt_pass1_vias = 737
antenna_found_initial = 0
grt_usage = 0.0650
overflow = 0
grt_pass1_wl_mm = 3.53
grt_max_degree = 12

[critical_path]
crit_chain = clkdlybuf4s50_1 > ha_1 > fa_1 > a21oi_1 > o21ai_2 > a21oi_1 > xnor2_1 > clkdlybuf4s50_1
cp-end-kind = output pin
crit_required_ns = 4.56
slowest_delay_ns = 0.48
slowest_stage = clkdlybuf4s50_1
crit_fanout = 5
worstSetupPathType = input port to output pin
critPathLaunchType = input port
arrival_ns = 3.43

[detailed_routing]
ant_nets = 0
dr_total_vias = 750
wirelength_mm = 2.31
viasPerCell = 4.14
diodes = 0
dr.pass1.iters = 4
drt-initial-drc-count = 41
wl_per_cell_um = 12.8
drc_errors = 0

[clocking]
cts_setup_buffers = 0
post_cts_resized = 0
cts_hold_buf = 0

[min_path]
hold_class = input port to output pin

[finish]
final_cells = 181
final_layout_size_suffix_gt1_frac = 0.0741
clkbuf_count = 0
regArea_sq_um = 0
layout_top_cells = clkdlybuf4s50_1, conb_1, nand2_1
syn_to_final_growth_pct = 23.3
final_core_util = 0.343
final_common_cell = clkdlybuf4s50_1
seq_cell_count = 0

[logic_synthesis]
ys_cells = 124
synth_top_area_share = 0.403
ys.warnings.count = 0
syn_area_per_cell_sq_um = 7.67
netlist_area_sq_um = 951
yosys_area_sq_um = 951
synth_seq_share = 0
synth.largest_area_cell = buf_4
syn_inst = 124
top_cells_by_area = buf_4, ha_1, xnor2_1
ys_types = 36

[final_timing]
period_used_share = 0.802
final-setup-viol-count = 0
grt_setup_unrepaired = no
min_period_ns = 4.57
slew_viol_final = 0
finalSetupTns_ns = 0
hold_viol_final = 0
fmax_mhz = 219
whs_ns = 2.28

[place]
gp_congestion = 0.745
hpwl_mm = 2.06
dp.cells = 181
port-buffer-count = 53

[power_and_ir_drop]
ir_drop_mv = 0.0317
p_leak_nw = 0.459
power_density_mw_per_mm2 = 93.5

[floorplan]
coreArea_sq_mm = 0.00342
die_w_um = 80
dieArea_sq_mm = 0.00640
fp_util = 0.278
fp.dieH_um = 80
io_pins = 96
rows = 21

[run_status]
status = finished, final reports clean

[job]
warning_count = 35
maxCapViolations = 0
## logic make-up after synthesis
group                      share of synthesized area
adders and majority gates                      0.126
xor gates and xnor gates                      0.0737
AOI/OAI and AO/OA                              0.186
buffers and inverters                          0.437
other                                        0.00394
and+or+nand+nor                                0.163
muxes                                         0.0105
## cell usage after synthesis
| library cell | instances |
|---|---|
| buf_4 | 51 |
| nand2_1 | 9 |
| ha_1 | 8 |
| a21oi_1 | 7 |
| xnor2_1 | 6 |
| nand3_1 | 4 |
| a21o_1 | 3 |
| nor3_1 | 3 |
| buf_2 | 2 |
| buf_6 | 2 |
| nor2_1 | 2 |
| o21ai_0 | 2 |
| xor2_1 | 2 |
| a2111oi_0 | 1 |
| a211oi_2 | 1 |
| a21oi_2 | 1 |
| a21oi_4 | 1 |
| a221oi_2 | 1 |
| a31oi_1 | 1 |
| and2_4 | 1 |
| and3_1 | 1 |
| and3_2 | 1 |
| and3_4 | 1 |
| conb_1 | 1 |
| fa_1 | 1 |
| mux2i_1 | 1 |
| nand3b_1 | 1 |
| nand4_1 | 1 |
| nor3b_1 | 1 |
| nor4b_1 | 1 |
| nor4b_2 | 1 |
| o211ai_2 | 1 |
| o21ai_1 | 1 |
| o21ai_2 | 1 |
| o22ai_1 | 1 |
| o41ai_1 | 1 |
## per-layer routing
layer  routed length [um]  global-route usage  vias up  part of all wire
met2                 1020               0.103       36              0.44
met5                    0                   0        -                 0
li1                     -                   -      392                 -
met3                  299              0.0307        0              0.13
met4                    0             0.00176        0                 0
met1                  991              0.0827      322              0.43
## cell type report
type               instances  area [sq um]
fillers                  374          2240
multi-input cells         82           584
well taps                 46          57.6
repair buffers            53           531
## worst paths after layout
path                  slack, ns  cells after the start           startpoint              end
worst max-delay path       1.13                      8   mapping_pointer[4]  Row_address[14]
worst min-delay path       2.28                      0  mapping_pointer[16]          Page[0]
## report_power, final
part / total (mW) / switching, mW / internal, mW
clock: 0 / 0 / 0
combinational: 0.110 / 0.0400 / 0.0695
sequential: 0 / 0 / 0
## per-stage QoR
step                worst slack, ns  power [mW]  instance area, sq um
global placement               1.14       0.112                  1170
finish                         1.13       0.110                  1170
detailed placement             1.11       0.112                  1170
global route                   1.00       0.122                  1170
floorplan                      2.19      0.0678                  1000
CTS                            1.11       0.113                  1170
## worst max-delay path: cells and delay by family
family / cells / cell delay [ns]
xor gates and xnor gates: 1 / 0.14
adders and majority gates: 2 / 0.69
buffers and inverters: 2 / 0.90
AOI/OAI and AO/OA: 3 / 0.56
Power and IR drop assume default switching activity.
