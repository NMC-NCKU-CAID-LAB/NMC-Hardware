### design/flow/config.mk
export PLATFORM = sky130hd
export DESIGN_NAME = base_address_rd
export DESIGN_NICKNAME = base_address_rd
export VERILOG_FILES = /design/flow/design.v
export SDC_FILE = /design/flow/constraint.sdc
export NUM_CORES = 4
export LEC_CHECK = 1
export CORE_UTILIZATION = 40
### design/flow/constraint.sdc
current_design base_address_rd

set clk_period 6.9
set clk_io_pct 0.2

create_clock -name clk0 -period $clk_period [get_ports {clk}]

set non_clock_inputs [all_inputs -no_clocks]
set_input_delay [expr $clk_period * $clk_io_pct] -clock clk0 $non_clock_inputs
set_output_delay [expr $clk_period * $clk_io_pct] -clock clk0 [all_outputs]
### design/flow/design.v
module base_address_rd #(
    parameter  START_ADDR = 32'h4580_0000
    )
    (
    input clk ,
    input rst_n ,
    output ram_clk , 
    output ram_rst,
    output reg [31:0] ram_addr,
    output ram_en ,
    input  [31:0] ram_rd_data,
    output [3:0]  ram_we,
    output [31:0] ram_wd_data,
    output wire Transfer_Done,
    input   change_based_address
    );
assign ram_rst  = 1'b0;
assign ram_clk  = clk ;
assign ram_en   = 1'b1;
assign ram_we   = 4'b0;
assign ram_wd_data = 32'd0;
reg         counter;
reg [31:0]  reg_ram_rd_data;
reg [31:0]  data_input_change;
assign Transfer_Done = (reg_ram_rd_data == data_input_change) ? 1'b1 : 1'b0; 
    always @(posedge clk  or negedge rst_n) begin
        if (!rst_n) begin
            data_input_change <=  32'h0001_0030;
        end 
        else if(Transfer_Done)begin
            data_input_change <=  data_input_change + 32'h0001_0000;        
        end 
    end
    always @(posedge clk or negedge rst_n) begin
        if (!rst_n) begin
            reg_ram_rd_data <=  32'd0;
        end 
        else begin
            reg_ram_rd_data <=  ram_rd_data;            
        end
    end
always @(posedge clk or negedge rst_n) begin
    if(!rst_n) begin
        ram_addr <= START_ADDR;
    end
    else begin
        if (change_based_address)  begin
            ram_addr    <= ram_addr +   32'h0000_0004;
        end
        else
            ram_addr    <= ram_addr;
    end
end
endmodule
### design/flow/run.sh
#!/bin/bash
# OpenROAD 26Q1-2900-gdf79404cd8, Yosys 0.63+post, stock flow scripts
make -C /OpenROAD-flow-scripts/flow DESIGN_CONFIG=/design/flow/config.mk WORK_HOME=/design/flow/orfs finish
==> impl_metrics.json <==
{
  "fp.dieW_um": 94.2,
  "routed-via-count": 2046,
  "cap_violations": 0,
  "status": "finished clean",
  "tns_ps": 0,
  "whs_ps": 490,
  "ctsHoldBuffers": 0,
  "critPathTopFamily": "buffers and inverters",
  "die-area_sq_um": 8870,
  "hold_class": "register to register",
  "power_density_nw_per_um2": 227,
  "clkPwrFrac": 0.358,
  "gp_congestion": 0.844,
  "vias_per_cell": 4.38,
  "cts-resized-gates": 0,
  "fill_cells": 719,
  "cp.required_ps": 5520,
  "hpwl_mm": 3.93,
  "synth_cell_types": 26,
  "cpMostUsedCell": "clkbuf_8",
  "detail_route.wl_per_cell_um": 12.3,
  "vdd_drop_max_mv": 0.164,
  "grt_use_total": 0.140,
  "first_iter_violations": 50,
  "gr-total-overflow": 0,
  "area_leaders": "dfrtp_1 54%, xnor2_1 14%, buf_4 9.3%",
  "placed_area_sq_um": 4010,
  "path_cells": "clkbuf_8, clkbuf_8, clkdlybuf4s50_1",
  "grt_pass1_wl_mm": 9.31,
  "finClkSkew_ps": 9.13,
  "synth_cells": 282,
  "comb_area_sq_um": 1240,
  "synth_chip_area_sq_um": 3400,
  "cts_setup_buffers": 0,
  "dr.pass1.iters": 4,
  "warnings": 26,
  "yosys_warnings": 1,
  "lay_top_count": "dfrtp_1",
  "yosysTopAreaCell": "dfrtp_1",
  "grt_setup_unrepaired": "no",
  "grt_use_met3": 0.0502,
  "grtUsageMet1": 0.210,
  "worstMarginPinSlew_ps": 851,
  "layout-drive-gt1-share": 0.0856,
  "critical_path.max_stage_delay_ps": 390,
  "cts.reportedPaths.clkPinSlew_ps": 70,
  "diodes": 0,
  "antenna_found_initial": 0,
  "place_inst": 448,
  "end_kind": "output pin",
  "internal-power_mw": 0.741,
  "synth_area_sq_um": 3400,
  "top_usage_layer": "met1",
  "initial_utilization": 0.414,
  "fin_cells": 467,
  "critical_path_arrival_ps": 4060,
  "cts_tree": "built",
  "lay_top_cells": "73 x dfrtp_1, 65 x clkdlybuf4s50_1, 55 x xnor2_1, 40 x conb_1, 19 x nand4_1",
  "grt_max_degree": 41,
  "comb_power_share": 0.102,
  "top_cell_area_share": 0.537,
  "drc": 0,
  "switchingPower_mw": 0.218,
  "core_sq_um": 8220,
  "p_leak_nw": 1.84,
  "fin_util": 0.513,
  "crit_slowest_cell": "clkdlybuf4s50_1",
  "grt_pass1_vias": 2042,
  "fin_area_sq_um": 4220,
  "io_pins": 107,
  "totalPowerFinal_mw": 0.959,
  "wl_mm": 5.76,
  "hold_violations": 0,
  "place.port_buffers": 66,
  "syn_to_final_growth_pct": 24.1,
  "die_h_um": 94.2,
  "crit_fanout": 2,
  "slew_headroom": 0.430,
  "swShare": 0.227,
  "grt_util_met2": 0.209,
  "synth_seq_share": 0.576,
  "dp_slack_ps": 1700,
  "fin_ws_ps": 1460,
  "clock_latency_ps": 440,
  "worstSetupPathType": "clock port to output pin",
  "row_count": 33,
  "ys_cells": 282,
  "regArea_sq_um": 1960,
  "syn_area_per_cell_sq_um": 12.1,
  "finalSetupViolations": 0,
  "cp-start-kind": "clock port",
  "path_buffers": 3,
  "power_frac_seq": 0.540,
  "ant_nets": 0,
  "drv_slew": 0,
  "ys_seq_elements": 78
}
==> layout make-up <==
class | instances | share of cell area
clock buffers | 16 | 0.0466
clock inverters | 4 | 0.00534
multi-input cells | 194 | 0.294
inverters | 4 | 0.00356
well taps | 105 | 0.0311
repair buffers | 66 | 0.155
flip-flops and latches | 78 | 0.464
==> cells in the mapped netlist <==
cell type,number
inv_1,4
nor4_2,1
clkbuf_1,1
nand3_1,16
nor2_1,9
buf_6,1
xnor2_1,55
conb_1,2
or2_2,1
xor2_1,5
nor3_4,1
nor3_2,1
nor3_1,2
and4_1,3
buf_4,42
ha_1,2
and4_4,1
and2_1,3
nand2_1,15
dfrtp_1,73
nand4_1,19
nor4_1,4
mux2_2,1
and3_1,14
dfstp_2,5
mux2_4,1
==> cell families (layout without fill, tap and decap cells) <==
group                    count (synthesis)  after routing  share of synthesized area
AND/OR/NAND/NOR                         90             90                      0.151
flip-flops                              78             78                      0.576
XOR/XNOR                                60             60                      0.155
buffers and inverters                   48             90                      0.102
adder cells (fa/ha/maj)                  2              2                    0.00736
other                                    2             40                    0.00221
multiplexers                             2              2                    0.00772
==> worst register-to-register path, delay by kind of cell, from the launching register on <==
kind | cells | cell delay, ps
and+or+nand+nor | 3 | 1120
xor gates and xnor gates | 1 | 130
DFF | 1 | 580
muxes | 1 | 350
==> registers in the layout (all words and copies together) (netlist names) <==
name,cells
reg_ram_rd_data,32
ram_addr,30
data_input_change,16
==> metal layers <==
metal | wire length, um | vias to the layer above
li1 | - | 1010
met1 | 2670 | 965
met2 | 2580 | 65
met3 | 403 | 6
met4 | 108 | 0
met5 | 0 | -
==> path summary, 6_finish.rpt <==
check | startpoint | to | slack [ps] | depth (start not counted)
worst max-delay path | clk | ram_clk | 1460 | 3
worst min-delay path | ram_addr[31]$_DFFE_PN0P_ | ram_addr[31]$_DFFE_PN0P_ | 490 | 1
worst max register to register | data_input_change[16]$_DFFE_PN1N_ | data_input_change[17]$_DFFE_PN0N_ | 4620 | 5
worst min register to register | ram_addr[31]$_DFFE_PN0P_ | ram_addr[31]$_DFFE_PN0P_ | 490 | 1
max in group asynchronous | rst_n | data_input_change[16]$_DFFE_PN1N_ | 5120 | 2
min in group asynchronous | rst_n | reg_ram_rd_data[20]$_DFF_PN0_ | 890 | 1
==> power by group through the flow <==
stage / sequential (mW) / clock (mW) / combinational, mW
final: 0.518 / 0.343 / 0.0979
after CTS: 0.518 / 0.362 / 0.101
after global routing: 0.524 / 0.383 / 0.110
Power figures rest on the tool's default switching activity, not on a simulated workload.
